==> flow/design.v <==
`timescale 1ns / 1ps
module FA_ALU(
		input [31:0] read_data1,
		input [31:0] read_data2,
		input [2:0] operation,
		output is_zero,
		output reg [31:0] resul_out
    );
	always @(operation or read_data1 or read_data2)
	begin
		case(operation)
			3'b000: resul_out = read_data1 + read_data2;
			3'b001: resul_out = read_data1 - read_data2;
			3'b010: resul_out = read_data1 * read_data2;
			3'b011: resul_out = read_data1 / read_data2;
			3'b100: resul_out = read_data1 & read_data2;
		endcase
	end
	assign is_zero = (read_data1 == read_data2);
endmodule
==> flow/run.sh <==
#!/bin/bash
# OpenROAD 26Q1-2900-gdf79404cd8, Yosys 0.63+post, stock flow scripts
make -C /OpenROAD-flow-scripts/flow DESIGN_CONFIG=/design/flow/config.mk WORK_HOME=/design/flow/orfs finish
==> flow/config.mk <==
export PLATFORM = sky130hd
export DESIGN_NAME = FA_ALU
export DESIGN_NICKNAME = FA_ALU
export VERILOG_FILES = /design/flow/design.v
export SDC_FILE = /design/flow/constraint.sdc
export NUM_CORES = 4
export LEC_CHECK = 1
export CORE_UTILIZATION = 50
==> flow/constraint.sdc <==
current_design FA_ALU

set clk_period 2.1
set clk_io_pct 0.2

create_clock -name clk0 -period $clk_period

set non_clock_inputs [all_inputs -no_clocks]
set_input_delay [expr $clk_period * $clk_io_pct] -clock clk0 $non_clock_inputs
set_output_delay [expr $clk_period * $clk_io_pct] -clock clk0 [all_outputs]
==> run notes <==
From the run reports.

- The number of detailed-route iterations in the first pass is 24.
- For this run, global-route usage on met2 was measured as 64.7%.
- The first global-routing pass estimated 312 mm of wire.
- The proportion of layout cells with a drive suffix above 1 is 7.71%.
- The total of max-cap violations reads 0.
- The fraction of the core area covered by cells at the end of the flow is 54.3%.
- Sorting the synthesized cells by area gives the leading types as ha_1 18%, fa_1 17%, nand2_1 6.4%, xnor2_1 5.4%, inv_1 5.2%.
- The count of endpoints failing hold in the final timing report is 0.
- The starting density of the core is 50.6%.
- The via density per instance is 6.30.
- The worst max-slew margin expressed relative to the limit reads 29.4%.
- In the final timing run, aggregate negative setup slack is -0.117 ns.
- At the end of routability-driven placement, the weighted congestion stood at 1.06.
- The total overflow reported by the global router is 0.
- At the pin with the least slew margin, the transition time is 1.05 ns.
- The final hold slack reads 1.75 ns.
- In this run the standard cell core region covers 97000 um^2.
- For the finished layout, the period the worst path requires is 2.22 ns.
- The synth_stat.txt file lists the number of cells as 6784.
- The origin of the worst setup path is read_data1[13].
- Internal power comes to 24700 uW.
- The share of flip-flops with an asynchronous set or reset after synthesis reads 0%.
- The commonest register cell after synthesis reads dlxtn_1.
- The cell type of the slowest stage on the worst timing path reads ha_1.
- The peak supply drop is 2.14 mV.
- Averaged over all synthesized cells, the footprint is 7.24 um^2.
- The count of buffers inserted at the top-level ports is 100.
- The number of primary I/O pins reads 100.
- The report lists the cells along the critical path as dlygate4sd2_1, ha_1, nand3_1, nor3_2, buf_4, and4_1, buf_2.
- The fraction of power spent switching nets reads 58.0%.
- The die area reads 99400 um^2.
- The overall global routing resource usage is 43.6%.
- Per the detailed-route log, wirelength across all metal layers totals 210 mm.
- The final reports fail on setup timing.
- After synthesis the cells add up to 49100 um^2.
- The run finished, with violations left.
- The most congested layer reported by global routing reads met2.
- Per the OpenROAD floorplan log, the width of the die is 315 um.
- The y dimension of the die is 315 um.
- The report gives the cell count of the worst hold path as 7.
- The routed wire length per instance reads 26.0 um.
- The met1 layer usage reported by global route is 58.0%.
- The number of placement rows is 114.
- Nets still carrying antenna violations after routing amount to 0.
- The power density over the cells is 1120 nW/um^2.
- 64 endpoints have no timing constraint.
- The synthesized design spends more area on one cell type than any other, namely ha_1.
- After layout, the design draws a total of 58800 uW.
- The synthesis area per yosys reads 49100 um^2.
- The highest achievable clock rate is 451 MHz.
- The number of enable-type register cells in the synthesized netlist reads 0.
- The period utilization is 106%.
- The cell count after synthesis is 6784.
- The count of endpoints failing setup in the final report reads 1.
- The hold path startpoint is read_data1[15].
- The OpenROAD report gives the critical path a required time of 1.68 ns.
- The Yosys warning count reads 1.
- For this run the top cell type by instance count after synthesis was nand2_1.
- The synthesis-to-finish area growth is 7.28%.
- The top cell type by area accounts for 18.3% of the synthesized area.
- The pre-CTS setup slack reads -1.11 ns.
- The tool warning count for the run is 71.
- The pin count of the biggest net entering global routing reads 42.
- The via count reads 51.1k.
- The net switching power is 34100 uW.
- The longest incremental delay of any stage on the critical path is reported as 0.36 ns.
- The type of the worst min-delay path is in2out.
- The initial DRC count reads 4188.
- The total DRC errors in the routed layout is 0.
- The final-report max-slew violation count is 0.
- The global-route track usage on met3 reads 16.5%.
- The number of global-route vias before repair is 48.9k.
- The worst setup path category is in2out.
- The register with the most flip-flops in the layout has 32 of them.
- The synthesis run shows the most used standard cells to be 840 x nand2_1, 718 x ha_1, 683 x inv_1.
- Setup repair after global routing could not meet its margin everywhere.
- The initial antenna violation count came to 6.
- The standby leakage power is 0.0251 uW.
- The worst path setup slack after routing reads -0.117 ns.
- The type of element capturing the critical path is an output port.
- The worst setup path is launched from an input pin.
- The biggest fanout along the worst timing path is 2.
- The timer found 32 register pins that no clock reaches; their paths are not timed.
- The distinct cell type count after synthesis is 92.
- The number of fillers in the final layout reads 9610.
- The post-synthesis register bit count reads 32.
- Hold repair after CTS inserted 0 buffers.
- According to the dpl log, the detail-placed design has an HPWL of 166 mm.
- The critical path arrival is 1.80 ns.
-- kinds of logic after synthesis --
group / share of synthesized area [%]
buf+inv: 7.38
fa+ha+maj: 35.0
mux: 2.68
compound gates: 24.5
xor+xnor: 8.01
simple gates: 21.4
latches: 0.979
-- per-stage QoR --
stage / instances / area (um^2)
after floorplan: 6784 / 49200
after global placement: 8094 / 52500
after detailed placement: 8094 / 52500
after CTS: 8095 / 52700
after global routing: 8095 / 52700
final: 8102 / 52700
-- power groups by stage --
stage         clock network (uW)  logic, uW  registers, uW
global route                   0      64000            344
CTS                            0      58400            349
-- worst max-delay path, delay by kind of cell --
family,cells,cell delay (ns)
AND/OR/NAND/NOR,3,0.43
adder cells (fa/ha/maj),1,0.36
buffers and inverters,3,0.58
-- layer usage --
layer  routed length [um]  part of all wire (%)  vias to the layer above
met5                  239                  0.11                        -
met1                84400                    40                    24255
met4                10700                   5.1                        8
li1                     -                     -                    23898
met3                25800                    12                      532
met2                89400                    42                     2357
-- timing repair --
action	in CTS	in global routing
gates resized	231	4
pin swaps	29	1
setup endpoints to repair	1	1
buffers inserted	6	0
-- final timing paths --
kind                       to  slack [ns]
worst max-delay path  is_zero       -0.12
worst min-delay path  is_zero        1.75
-- cells in the final DEF (no fill, tap or decap), types with 23 or more instances in the layout --
cell type,count
nand2_1,840
ha_1,692
inv_1,655
nor2_1,567
a21oi_1,472
fa_1,410
o21ai_0,314
xnor2_1,304
buf_4,206
a21o_1,193
nor3_1,155
xor2_1,145
nand3_1,137
o21a_1,120
and2_1,93
a31oi_1,87
mux2_2,84
nor2b_1,83
nand2b_1,79
o211ai_1,76
a211oi_1,59
or3_1,57
nand4_1,51
o21bai_1,51
or2_2,47
clkdlybuf4s50_1,41
nor4_1,38
mux2i_1,37
o22ai_1,37
o31ai_1,37
and3_1,35
dlxtn_1,32
o221ai_1,28
ha_4,26
buf_2,25
a21boi_0,24
a22oi_1,24
a221oi_1,23
-- area by class of cell --
class                           count  area (um^2)  area share (%)
Antenna cell                        7         17.5          0.0333
Inverter                          688         2620            4.98
Multi-Input combinational cell   5790        45500            86.3
Sequential cell                    32          480           0.912
Tap cell                         1276         1600            3.03
Timing Repair Buffer              309         2490            4.73
Power figures rest on the tool's default switching activity, not on a simulated workload.
