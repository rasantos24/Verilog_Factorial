==> /design/flow/design.v <==
`timescale 1ns / 1ps
module RegFile(
		input clk, 
		input writeEn,
		input [1:0] read_add1, 
		input [1:0] read_add2, 
		input [1:0] write_add,
		input [31:0] write_data, 
		output [31:0] read_data1, 
		output [31:0] read_data2
	);
	reg [3:0] reg_file [0:31];
	assign read_data1 = reg_file[read_add1];
	assign read_data2 = reg_file[read_add2];
	always@(posedge clk)
	begin
		if(writeEn)
			reg_file[write_add] = write_data;
	end		 
endmodule
==> /design/flow/run.sh <==
#!/bin/bash
# OpenROAD 26Q1-2900-gdf79404cd8, Yosys 0.63+post, stock flow scripts
make -C /OpenROAD-flow-scripts/flow DESIGN_CONFIG=/design/flow/config.mk WORK_HOME=/design/flow/orfs finish
==> /design/flow/config.mk <==
export PLATFORM = sky130hd
export DESIGN_NAME = RegFile
export DESIGN_NICKNAME = RegFile
export VERILOG_FILES = /design/flow/design.v
export SDC_FILE = /design/flow/constraint.sdc
export NUM_CORES = 4
export LEC_CHECK = 1
export CORE_AREA = 10 10 94 94
export DIE_AREA = 0 0 104 104
==> /design/flow/constraint.sdc <==
current_design RegFile

set clk_period 1.2
set clk_io_pct 0.2

create_clock -name clk0 -period $clk_period [get_ports {clk}]

set non_clock_inputs [all_inputs -no_clocks]
set_input_delay [expr $clk_period * $clk_io_pct] -clock clk0 $non_clock_inputs
set_output_delay [expr $clk_period * $clk_io_pct] -clock clk0 [all_outputs]
==> notes.md <==
impl run done, here's what came out: Bufs and invs on worst path 1, clock tree from TritonCTS yes, total power consumption of the routed design 1.17 mW, kind of path behind the tightest hold check in -> reg, hold path start write_data[2], average wire per cell in the routed design 9.58 µm, CTS clk-pin slew, worst paths 50 ps, vias per cell 2.51, number of maximum-capacitance violations 0, commonest cells after routing, fill and taps aside 56 x sky130_fd_sc_hd__conb_1, 16 x sky130_fd_sc_hd__edfxtp_1, 8 x sky130_fd_sc_hd__mux4_2, 8 x sky130_fd_sc_hd__buf_2, 7 x sky130_fd_sc_hd__clkdlybuf4s50_1, flops out of synthesis 16, WS Path Type reg -> out, Die X 104 µm, Static Leakage 0.508 nW, # IOs 104, count of buffers inserted at the top-level ports 19, number of flip-flops under the largest register name 16, first drt pass iteration count 1, Final Max Slew Viols 0, initial antenna violation count 0, arrival time of data at the critical path endpoint 1220 ps, critical path required time 960 ps, Hold Path Stages 1, switching share of power 17.8%, buffer cell driving the clock tree root sky130_fd_sc_hd__clkbuf_8, share of total power in sequential cells 56.2%, maximum buffer depth of the clock tree 2, status complete, but fails checks, routability cong. 0.688, final worst path period need 1460 ps, total die size 10,800 µm², final standard cell count with taps included and fillers excluded 204, number of placement rows 30, Hold Vio Cnt, Final 0, count of instantiated cells in the yosys netlist 85, post-place instance area 1250 µm², maximum vdd drop 0.289 mV, detailed placer's ending HPWL 1.72 mm, TritonCTS Sinks 16, Overflow after GRT 0, layout cell share with drive strength beyond 1 20.4%, Internal Pwr Total 0.959 mW, critical-path cell list mux4_2 > buf_2, area overhead of the layout relative to synthesis 6.88%, hold buffers post-CTS 0, violation count after the first detailed-route iteration 0, crit path capture type output port, fraction of power consumed by the clock network 31.7%, final worst setup slack -261 ps, tool warnings 55, power per standard cell area 952 nW/µm², vias after detailed routing 512, most instantiated logic cell after routing sky130_fd_sc_hd__conb_1, worst min-delay path endpoint reg_file[0][2], post-synthesis instance area 1150 µm², overall routing resource usage 3.20%, Worst setup SP type flip-flop, Distinct lib cells used 7, global-route wire length before repair 2.93 mm, violated checks setup timing, largest net degree at the start of global routing 10, WL final 1.95 mm, CP peak stage delay 460 ps, synthesized instance count 85, combinational share of power 12.1%, Post-DRT Antenna Nets 0, H-tree levels 1, synthesis area per yosys 1150 µm², Max Fclk 685 MHz, height of the die 104 µm, RSZ-0062 raised after global routing yes, final setup TNS -1900 ps, vias in the first global route 669, Post-Syn Area per Cell 13.5 µm², proportion of synthesized chip area in sequential cells 41.9%, number of cells in the design after placement 200, drt drc 0, Setup-failing EPs final 8, switching power 0.207 mW, critical path's slowest cell sky130_fd_sc_hd__mux4_2, share of the cycle needed by the critical path after routing 122%, Core ar. 6830 µm², maximum fanout encountered on the critical timing path 2, post-layout instance area 1220 µm², diode count 0, cell family with the largest share of critical-path delay multiplexers, Initial Util 16.8%, Synth Warn # 1, cts bufs inserted 3
[power by group through the flow]
stage / sequential, mW / clock [mW] / combinational, mW
4_1_cts: 0.656 / 0.380 / 0.148
5_1_grt: 0.659 / 0.420 / 0.166
6_report: 0.656 / 0.370 / 0.141
[cell type report]
class	instances	area, µm²
Fill cell	772	5610
Sequential cell	16	480
Multi-Input combinational cell	68	422
Timing Repair Buffer	20	158
Tap cell	96	120
Clock buffer	3	41.3
Clock inverter	1	3.75
[synthesized netlist by cell type]
cell	number	area share (%)
sky130_fd_sc_hd__buf_4	56	37
sky130_fd_sc_hd__edfxtp_1	16	42
sky130_fd_sc_hd__mux4_1	8	18
sky130_fd_sc_hd__and3b_1	2	1.5
sky130_fd_sc_hd__and3_1	1	0.55
sky130_fd_sc_hd__conb_1	1	0.33
sky130_fd_sc_hd__nor3b_1	1	0.66
[logic make-up (layout without fill, tap and decap cells)]
family | Yosys count | count (layout) | synth area share [%]
buffers and inverters | 56 | 24 | 36.7
DFF | 16 | 16 | 41.9
muxes | 8 | 8 | 18.3
and+or+nand+nor | 4 | 4 | 2.73
other | 1 | 56 | 0.327
[worst max-delay path by stage]
stage                          start       endpoint  slack, ps  depth (start not counted)
after CTS             reg_file[0][2]  read_data1[2]       -280                          2
after global routing  reg_file[0][2]  read_data1[2]       -320                          2
final                 reg_file[0][2]  read_data1[2]       -260                          2
[metal layers]
layer / vias up / GRT usage (%) / routed length (µm)
met5: - / 0 / 0
met4: 0 / 0.696 / 34
met3: 2 / 1.32 / 165
met2: 51 / 5.63 / 913
met1: 228 / 3.51 / 841
li1: 231 / - / -
[what timing repair did]
item | 4_1_cts | 5_1_grt
resized | 40 | 0
endpoints found under the setup margin | 8 | 8
setup buffers | 0 | 0
[through the flow]
stage / hold slack (ps) / util, % / setup WS (ps)
final: 645 / 17.9 / -261
after global routing: 664 / 17.9 / -316
after CTS: 638 / 17.9 / -278
after detailed placement: 884 / 18.3 / -886
after global placement: 875 / 18.3 / -872
after floorplan: 339 / - / 166
Power figures rest on the tool's default switching activity, not on a simulated workload.
